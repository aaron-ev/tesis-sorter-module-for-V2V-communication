==> design/flow/design.v <==
module fourTrueDualPortRam#(parameter WIDTH = 16,ADDR_WIDTH = 3, DEPTH = 8)
(
	input clk,
	input [WIDTH-1:0]din_aReal,
	input [WIDTH-1:0]din_aImag,
	input [WIDTH-1:0]din_bReal,
	input [WIDTH-1:0]din_bImag,
	input [WIDTH-1:0]din_cReal,
	input [WIDTH-1:0]din_cImag,	
	input [WIDTH-1:0]din_dReal,
	input [WIDTH-1:0]din_dImag,
	input we, 
	input [ADDR_WIDTH-1:0] readAddrReal,
	input [ADDR_WIDTH-1:0] readAddrImag,
	input [ADDR_WIDTH-1:0] writeAddrReal,
	input [ADDR_WIDTH-1:0] writeAddrImag,
	output  [WIDTH-1:0] dout_aReal,
	output  [WIDTH-1:0] dout_aImag,	
	output  [WIDTH-1:0] dout_bReal,
	output  [WIDTH-1:0] dout_bImag,
	output  [WIDTH-1:0] dout_cReal,
	output  [WIDTH-1:0] dout_cImag,
	output  [WIDTH-1:0] dout_dReal,
	output  [WIDTH-1:0] dout_dImag	
);
trueDualPortRam#(.WIDTH(WIDTH),.ADDR_WIDTH(ADDR_WIDTH),.DEPTH(DEPTH)) a
(
	.din_a(din_aReal),
	.din_b(din_aImag),
	.we_a(we),
	.we_b(we),
	.clk(clk),
	.w_addr_a(writeAddrReal),
	.r_addr_a(readAddrReal),
	.w_addr_b(writeAddrImag),
	.r_addr_b(readAddrImag),
	.dout_a(dout_aReal),
	.dout_b(dout_aImag)
);
trueDualPortRam#(.WIDTH(WIDTH),.ADDR_WIDTH(ADDR_WIDTH),.DEPTH(DEPTH)) b
(
	.din_a(din_bReal),
	.din_b(din_bImag),
	.we_a(we),
	.we_b(we),
	.clk(clk),
	.w_addr_a(writeAddrReal),
	.r_addr_a(readAddrReal),
	.w_addr_b(writeAddrImag),
	.r_addr_b(readAddrImag),
	.dout_a(dout_bReal),
	.dout_b(dout_bImag)
);
trueDualPortRam#(.WIDTH(WIDTH),.ADDR_WIDTH(ADDR_WIDTH),.DEPTH(DEPTH)) c
(
	.din_a(din_cReal),
	.din_b(din_cImag),
	.we_a(we),
	.we_b(we),
	.clk(clk),
	.w_addr_a(writeAddrReal),
	.r_addr_a(readAddrReal),
	.w_addr_b(writeAddrImag),
	.r_addr_b(readAddrImag),
	.dout_a(dout_cReal),
	.dout_b(dout_cImag)
);
trueDualPortRam#(.WIDTH(WIDTH),.ADDR_WIDTH(ADDR_WIDTH),.DEPTH(DEPTH)) d
(
	.din_a(din_dReal),
	.din_b(din_dImag),
	.we_a(we),
	.we_b(we),
	.clk(clk),
	.w_addr_a(writeAddrReal),
	.r_addr_a(readAddrReal),
	.w_addr_b(writeAddrImag),
	.r_addr_b(readAddrImag),
	.dout_a(dout_dReal),
	.dout_b(dout_dImag)
);
endmodule
module trueDualPortRam#(parameter WIDTH = 16, ADDR_WIDTH = 7, DEPTH = 128)
(
	input [WIDTH-1:0]din_a,
	input [WIDTH-1:0]din_b,
	input we_a,
	input we_b,
	input clk,
	input [ADDR_WIDTH-1:0]w_addr_a,
	input [ADDR_WIDTH-1:0]r_addr_a,
	input [ADDR_WIDTH-1:0]w_addr_b,
	input [ADDR_WIDTH-1:0]r_addr_b,
	output  [WIDTH-1:0] dout_a,
	output  [WIDTH-1:0] dout_b
);
reg [WIDTH-1:0] ram[DEPTH-1:0]; 
reg [ADDR_WIDTH-1:0]tempw_addr_a;
reg [ADDR_WIDTH-1:0]tempw_addr_b;
integer i;
initial 
	begin  
		for(i = 0; i < DEPTH; i = i + 1)
			ram[i] <= 7'd0; 
	end
always@(posedge clk)
	begin: porta_rwProcess
		if(we_a)
			begin 
				ram[w_addr_a]<= din_a;  
			end
		else 
			tempw_addr_a <= w_addr_a;
	end
assign dout_a = we_a ? din_a : ram[tempw_addr_a];
always@(posedge clk)
	begin: portb_rwProcess
		if(we_b)
			begin 
				ram[w_addr_b]<= din_b;
			end
		else 
			tempw_addr_b <= w_addr_b;
	end
assign dout_b = we_b ? din_b : ram[tempw_addr_b];
endmodule
==> design/flow/run.sh <==
#!/bin/bash
# OpenROAD 26Q1-2900-gdf79404cd8, Yosys 0.63+post, stock flow scripts
make -C /OpenROAD-flow-scripts/flow DESIGN_CONFIG=/design/flow/config.mk WORK_HOME=/design/flow/orfs finish
==> design/flow/config.mk <==
export PLATFORM = sky130hd
export DESIGN_NAME = fourTrueDualPortRam
export DESIGN_NICKNAME = fourTrueDualPortRam
export VERILOG_FILES = /design/flow/design.v
export SDC_FILE = /design/flow/constraint.sdc
export NUM_CORES = 4
export LEC_CHECK = 1
export CORE_UTILIZATION = 30
==> design/flow/constraint.sdc <==
current_design fourTrueDualPortRam

set clk_period 12.6
set clk_io_pct 0.2

create_clock -name clk0 -period $clk_period [get_ports {clk}]

set non_clock_inputs [all_inputs -no_clocks]
set_input_delay [expr $clk_period * $clk_io_pct] -clock clk0 $non_clock_inputs
set_output_delay [expr $clk_period * $clk_io_pct] -clock clk0 [all_outputs]
==> Changelog: implementation <==
### Physical design

* Post-CTS sizing at 0
* Worst-path cell chain: buf_8, buf_4, buf_4, nand2_1, o31ai_1, clkdlybuf4s50_1
* Slew headroom at 0.380
* Pre-Repair DR Iteration Count at 7
* Initial antenna violation count at 24
* Worst Tran Pin Value at 0.930 ns
* Final Critical Period at about 7.8 ns
* Crit path max-delay family: buffers and inverters
* DRC Markers at 0
* CTS Root Cell: clkbuf_16
* Post-CTS setup repair buffer count at 0
* Syn Area/Cell at 13.7 um^2
* Peak Freq at 128 MHz
* CP max-delay cell: buf_4
* Via count at roughly 21000
* Cts hold-fix bufs at 0
* ANT nets after route at 0
* Clock Path Buffers at 3
* Pins Over Slew Limit at 0
* Power Density at 132 nW/um^2
* H-tree levels at 3
* Setup violations, final at 0
* Iteration-0 DRC Markers at 1047
* Synthesized cell area at between 30000 and 40000 um^2
* Tot GR Track Use at 0.205
* Final Hold Violating Endpoints at 0
* I/O Pins at 270
* TritonCTS clock tree: built
* Clock Skew at 0.000262 ns
* WP buf/inv at 4
* Status: complete, no violations
* Final Cycle Share at 0.622
* Number of global-route vias before repair at 22598
* YS warnings at 1
* RSZ-0062 raised after global routing: false
* Max Cap Violations at 0
* Yosys top cell by area: edfxtp_1
* CTS buffer count at 68
* Psw at 1290 uW
* Top cells by area: edfxtp_1 49%, mux2_2 27%, mux2i_1 8.1%
* IR drop worst, VDD at 0.0794 mV
* CP max stage delay at 0.67 ns
* Clock share of power at 0.394
* First-pass GRT wire length at 153000 um
* Layout fillers at around 9500
* Area grow syn2layout at 19.9%
* Flops after synth at 524
* Leakage Power at 0.0131 uW
* P_int at 3690 uW
* Fp_density at 0.304
* Via/cell ratio at approximately 5.5
* Sw frac at 0.259
* Worst EP required at 10.08 ns
* Fin Hold WS at between 0.4 and 0.5 ns
* Total grt overflow at 0
* Log Warnings at 31
* Row count at 118
* Worst Path Arrival at about 5.3 ns
* Worst-Skew Late Latency at between 0.6 and 0.7 ns
* Chip area at 106000 um^2
* Most used cell, CP: buf_4
* Die height at roughly 330 um
* Detailed Place HPWL at 59200 um
* Largest net degree at the start of global routing at ~100
* Max-area cell share at 0.494
* Core box area at 104000 um^2
* WL/cell at 27.0 um
* Total clock sinks at 524
* Die W at 326 um
* Worst Hold Class: reg2reg
* Crit path kind: in2out
* Synth cell types at 26
* Critical path fanouts, max at 95
* Register share after synthesis at 0.497
* Port bufs at 263
* Sequential fraction of design power at 0.422
* Chip area in the Yosys report at 31500 um^2
* Mapped Cells at 2298
* Routability congestion estimate at around 0.8
* Placed cell areas at roughly 36000 um^2
* Comb pwr share at 0.184
* Crit start category: input port
* Design area at 37800 um^2
* Endpoint class of the critical path: primary output
* Final WL at 106000 um
* Fraction of layout cells with a size suffix above 1 at 0.370
* CTS clk-pin slew, worst paths at 0.06 ns
* Setup TNS after final layout at 0 ns
* # Cells Yosys at approximately 2300
[Yosys cell counts]
master	count
nand2b_1	5
clkbuf_1	68
nand3_1	3
mux2_1	11
o21ai_0	4
inv_1	1
buf_4	44
nor2_1	2
dfxtp_1	6
nor3_1	3
a22o_1	128
buf_1	9
buf_2	74
clkbuf_4	1
nand2_1	133
o21bai_1	2
or2_2	2
mux2i_1	256
o31ai_1	128
nor2b_1	5
o22ai_1	128
edfxtp_1	518
mux2_2	763
nor4_1	1
and2_1	2
nand4_1	1
[stage by stage]
| stage | utilization | instances | power (uW) | setup slack [ns] |
|---|---|---|---|---|
| floorplan | - | 2298 | 2650 | 4.56 |
| global placement | 0.342 | 3802 | 3020 | 4.89 |
| global route | 0.364 | 3928 | 5160 | 4.59 |
| detailed placement | 0.342 | 3802 | 3050 | 4.87 |
| finish | 0.364 | 3931 | 4980 | 4.76 |
| CTS | 0.364 | 3924 | 5030 | 4.87 |
[cell type report]
cell class	instances	area (um^2)	area share
tap	1380	1730	0.0457
timing repair buffer	320	3100	0.0821
clock buffer	85	1830	0.0484
inverter	1	3.75	0.0000993
sequential	524	15700	0.415
multi-input combinational	1577	15000	0.397
clock inverter	37	412	0.0109
antenna	7	17.5	0.000463
[per-layer routing]
metal  part of all wire  up-vias  global-route usage
li1                   -     9623                   -
met1               0.38    10535               0.254
met2               0.47     1094               0.321
met3               0.12      198               0.109
met4              0.024       32              0.0460
met5             0.0019        -             0.00355
[path summary, 6_finish.rpt]
kind	from	end	slack, ns	cells past startpoint
worst min-delay path	d.tempw_addr_a[0]	flip-flop	0.47	1
worst max-delay path	we	dout_cReal[15]	4.76	6
worst max register to register	d.tempw_addr_a[2]	flip-flop	11.87	1
worst min register to register	d.tempw_addr_a[0]	flip-flop	0.47	1
[cell usage in the layout (no fill, tap or decap), types with 13 or more instances in the layout]
cell               n
o22ai_1          128
mux2_2           763
o31ai_1          128
nand2_1          131
buf_4             54
clkbuf_16         71
edfxtp_1         518
clkinv_1          13
a22o_1           128
clkdlybuf4s50_1  262
mux2i_1          256
clkbuf_1          14
[cell families after synthesis]
| logic type | synth area share |
|---|---|
| AOI/OAI and AO/OA | 0.0926 |
| buffers and inverters | 0.0318 |
| DFF | 0.497 |
| muxes | 0.358 |
| and+or+nand+nor | 0.0202 |
[state kept, by name, indices dropped and copies added, names as in the netlist, named ones only]
name / flops
d.ram: 128
d.tempw_addr_b: 3
a.ram: 128
c.ram: 128
d.tempw_addr_a: 3
b.ram: 128
[power by group through the flow]
stage | Combinational (uW) | Sequential [uW] | Clock (uW)
after CTS | 921 | 2100 | 2010
after global routing | 981 | 2110 | 2070
final | 916 | 2100 | 1960
Power and IR drop assume default switching activity.
