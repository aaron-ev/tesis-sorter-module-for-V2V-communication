$ cat flow/run.sh
#!/bin/bash
# OpenROAD 26Q1-2900-gdf79404cd8, Yosys 0.63+post, stock flow scripts
make -C /OpenROAD-flow-scripts/flow DESIGN_CONFIG=/design/flow/config.mk WORK_HOME=/design/flow/orfs finish
$ cat flow/config.mk
export PLATFORM = sky130hd
export DESIGN_NAME = ramComplexNum
export DESIGN_NICKNAME = ramComplexNum
export VERILOG_FILES = /design/flow/design.v
export SDC_FILE = /design/flow/constraint.sdc
export NUM_CORES = 4
export LEC_CHECK = 1
export CORE_UTILIZATION = 50
$ cat flow/constraint.sdc
current_design ramComplexNum

set clk_period 6.3
set clk_io_pct 0.2

create_clock -name clk0 -period $clk_period [get_ports {clk}]

set non_clock_inputs [all_inputs -no_clocks]
set_input_delay [expr $clk_period * $clk_io_pct] -clock clk0 $non_clock_inputs
set_output_delay [expr $clk_period * $clk_io_pct] -clock clk0 [all_outputs]
$ cat flow/design.v
module trueDualPortRam#(parameter WIDTH = 16, ADDR_WIDTH = 7, DEPTH = 128)
(
	input [WIDTH-1:0]din_a,
	input [WIDTH-1:0]din_b,
	input we_a,
	input we_b,
	input clk,
	input [ADDR_WIDTH-1:0]w_addr_a,
	input [ADDR_WIDTH-1:0]r_addr_a,
	input [ADDR_WIDTH-1:0]w_addr_b,
	input [ADDR_WIDTH-1:0]r_addr_b,
	output  [WIDTH-1:0] dout_a,
	output  [WIDTH-1:0] dout_b
);
reg [WIDTH-1:0] ram[DEPTH-1:0]; 
reg [ADDR_WIDTH-1:0]tempw_addr_a;
reg [ADDR_WIDTH-1:0]tempw_addr_b;
integer i;
initial 
	begin  
		for(i = 0; i < DEPTH; i = i + 1)
			ram[i] <= 7'd0; 
	end
always@(posedge clk)
	begin: porta_rwProcess
		if(we_a)
			begin 
				ram[w_addr_a]<= din_a;  
			end
		else 
			tempw_addr_a <= w_addr_a;
	end
assign dout_a = we_a ? din_a : ram[tempw_addr_a];
always@(posedge clk)
	begin: portb_rwProcess
		if(we_b)
			begin 
				ram[w_addr_b]<= din_b;
			end
		else 
			tempw_addr_b <= w_addr_b;
	end
assign dout_b = we_b ? din_b : ram[tempw_addr_b];
endmodule
module ramComplexNum#(parameter WIDTH = 16,ADDR_WIDTH = 3, DEPTH = 8)
(
	input clk,
	input [WIDTH-1:0]din_aReal,
	input [WIDTH-1:0]din_aImag,
	input we_aReal,
	input we_aImag,
	input [ADDR_WIDTH-1:0]w_addr_aReal,
	input [ADDR_WIDTH-1:0]w_addr_aImag,
	input [ADDR_WIDTH-1:0]r_addr_aReal,
	input [ADDR_WIDTH-1:0]r_addr_aImag,
	output  [WIDTH-1:0] dout_aReal,
	output  [WIDTH-1:0] dout_aImag,
	input [WIDTH-1:0]din_bReal,
	input [WIDTH-1:0]din_bImag,
	input we_bReal,
	input we_bImag,
	input [ADDR_WIDTH-1:0]w_addr_bReal,
	input [ADDR_WIDTH-1:0]w_addr_bImag,
	input [ADDR_WIDTH-1:0]r_addr_bReal,
	input [ADDR_WIDTH-1:0]r_addr_bImag,
	output  [WIDTH-1:0] dout_bReal,
	output  [WIDTH-1:0] dout_bImag,
	input [WIDTH-1:0]din_cReal,
	input [WIDTH-1:0]din_cImag,
	input we_cReal,
	input we_cImag,
	input [ADDR_WIDTH-1:0]w_addr_cReal,
	input [ADDR_WIDTH-1:0]w_addr_cImag,
	input [ADDR_WIDTH-1:0]r_addr_cReal,
	input [ADDR_WIDTH-1:0]r_addr_cImag,
	output  [WIDTH-1:0] dout_cReal,
	output  [WIDTH-1:0] dout_cImag,	
	input [WIDTH-1:0]din_dReal,
	input [WIDTH-1:0]din_dImag,
	input we_dReal,
	input we_dImag,
	input [ADDR_WIDTH-1:0]w_addr_dReal,
	input [ADDR_WIDTH-1:0]w_addr_dImag,
	input [ADDR_WIDTH-1:0]r_addr_dReal,
	input [ADDR_WIDTH-1:0]r_addr_dImag,
	output  [WIDTH-1:0] dout_dReal,
	output  [WIDTH-1:0] dout_dImag	
);
trueDualPortRam#(.WIDTH(WIDTH),.ADDR_WIDTH(ADDR_WIDTH),.DEPTH(DEPTH)) trueDualPortRam0
(
	.din_a(din_aReal),
	.din_b(din_aImag),
	.we_a(we_aReal),
	.we_b(we_aImag),
	.clk(clk),
	.w_addr_a(w_addr_aReal),
	.r_addr_a(r_addr_aReal),
	.w_addr_b(w_addr_aImag),
	.r_addr_b(r_addr_aImag),
	.dout_a(dout_aReal),
	.dout_b(dout_aImag)
);
trueDualPortRam#(.WIDTH(WIDTH),.ADDR_WIDTH(ADDR_WIDTH),.DEPTH(DEPTH)) trueDualPortRam1
(
	.din_a(din_bReal),
	.din_b(din_bImag),
	.we_a(we_bReal),
	.we_b(we_bImag),
	.clk(clk),
	.w_addr_a(w_addr_bReal),
	.r_addr_a(r_addr_bReal),
	.w_addr_b(w_addr_bImag),
	.r_addr_b(r_addr_bImag),
	.dout_a(dout_bReal),
	.dout_b(dout_bImag)
);
trueDualPortRam#(.WIDTH(WIDTH),.ADDR_WIDTH(ADDR_WIDTH),.DEPTH(DEPTH)) trueDualPortRam2
(
	.din_a(din_cReal),
	.din_b(din_cImag),
	.we_a(we_cReal),
	.we_b(we_cImag),
	.clk(clk),
	.w_addr_a(w_addr_cReal),
	.r_addr_a(r_addr_cReal),
	.w_addr_b(w_addr_cImag),
	.r_addr_b(r_addr_cImag),
	.dout_a(dout_cReal),
	.dout_b(dout_cImag)
);
trueDualPortRam#(.WIDTH(WIDTH),.ADDR_WIDTH(ADDR_WIDTH),.DEPTH(DEPTH)) trueDualPortRam3
(
	.din_a(din_dReal),
	.din_b(din_dImag),
	.we_a(we_dReal),
	.we_b(we_dImag),
	.clk(clk),
	.w_addr_a(w_addr_dReal),
	.r_addr_a(r_addr_dReal),
	.w_addr_b(w_addr_dImag),
	.r_addr_b(r_addr_dImag),
	.dout_a(dout_dReal),
	.dout_b(dout_dImag)
);
endmodule
==> flow_summary.json <==
{
  "status": "complete, no violations",
  "ys_sh_xor_pct": 0,
  "fp.dieW_um": 261.4,
  "synthTopLogicFamily": "multiplexers",
  "cts.clk_slew.worst_paths_ns": 0.05,
  "cp.depth": 5,
  "yosysWarnings": 1,
  "period_used_pct": 75.48,
  "synth-cells-yosys": 2450,
  "rsz0062_at_grt": "no",
  "htree_levels": 3,
  "synth_seq_share_pct": 49.27,
  "flop_cell": "edfxtp_1",
  "switchingPower_mw": 2.607,
  "mostFrequentLayoutCell": "mux2_2",
  "slew_headroom_pct": 45.33,
  "critPathLaunchType": "flip-flop",
  "drive_gt1_share_pct": 38.04,
  "hold_path_class": "flip-flop to flip-flop",
  "post_cts_buffers": 0,
  "ys_seq_elements": 560,
  "cp_top_family": "buffers and inverters",
  "arrival_ns": 3.50,
  "combPwrFrac_pct": 18.4,
  "clkSinkCount": 560,
  "lay_top_cells": "770 x mux2_2, 536 x edfxtp_1, 284 x clkdlybuf4s50_1, 256 x mux2i_1, 148 x nand2_1",
  "grt_max_degree": 49,
  "compound_area_share_pct": 8.985,
  "p_seq_share_pct": 44.5,
  "num_vias": 23010,
  "yosysUniqueCellTypes": 34,
  "grt_pass1_vias": 23440,
  "path_cells": "buf_4, mux2i_1, a22o_1, o31ai_1, clkdlybuf4s50_1",
  "postCtsHoldBufs": 0,
  "cp.buffers_inverters": 2,
  "worst_ir_drop_vdd_mv": 0.2056,
  "ys_sh_mux_pct": 34.33,
  "worst_slew_pin_slew_ns": 0.8175,
  "syn_area_sq_um": 33640,
  "io_pins": 313,
  "seq_area_sq_um": 16610,
  "wl_um": 102500,
  "viasPerCell": 6.319,
  "antenna_found_initial": 13,
  "dr.pass1.iters": 18,
  "syn-instance-count": 2450,
  "logic_area_sq_um": 16060,
  "rows": 94,
  "grt_pass1_wl_um": 150100,
  "place_congestion": 0.8670,
  "final-hold-violation-count": 0,
  "cp_max_fo": 43,
  "area_growth_pct": 17.49,
  "final.setup.tns_ns": 0,
  "cpPeakStageDelay_ns": 0.84,
  "clockBufferDepth": 3,
  "min_period_ns": 4.755,
  "cts_inserted_buffers": 68,
  "avgSynthCellArea_sq_um": 13.73,
  "die_h_um": 261.4,
  "whs_path_depth": 1,
  "switching_share_pct": 25.68,
  "drc": 0,
  "chip_area_sq_um": 68320,
  "max_freq_ghz": 0.2103,
  "ant_nets": 0,
  "powerDensity_nw_per_um2": 256.9,
  "overflow": 0,
  "crit_path_end_kind": "output pin",
  "cts-root-buf": "clkbuf_16",
  "simple_gate_share_pct": 4.169,
  "cp.required_ns": 5.04,
  "yosys_area_sq_um": 33640,
  "clkPwrFrac_pct": 37.1,
  "track_usage_pct": 32.12,
  "cts-resized-gates": 0,
  "core_sq_um": 66220,
  "fin_skew_ns": 0.007257,
  "warning_count": 50,
  "ys_sh_adder_pct": 0,
  "drv_slew": 0,
  "dr.first_iter.drc_count": 1548,
  "wl_per_cell_um": 28.14,
  "min_from": "trueDualPortRam2.tempw_addr_b[2]",
  "place_hpwl_um": 60080,
  "critical_path_class": "flip-flop to output pin",
  "hold_ws_ns": 0.4678,
  "io_buffer_count": 288,
  "n_fill_cell": 5090,
  "ff2ff_setup_slack_ns": 5.55,
  "reg2reg_from": "trueDualPortRam1.tempw_addr_b[2]",
  "edf_count": 536,
  "maxCapViolCount": 0,
  "internal_power_mw": 7.546,
  "fp_util_pct": 50.81,
  "ys_async_sr_fraction_pct": 0,
  "reg2reg_depth": 1,
  "worst_path_max_delay_cell": "dfxtp_4",
  "p_leak_nw": 14.24,
  "setup_viol": 0,
  "clk_latency_ns": 0.59,
  "cts_tree": "built"
}
==> cells by family (layout without fill, tap and decap cells) <==
logic type	after synthesis	count (layout)
mux	1048	1048
flops	560	560
compound gates	408	408
simple gates	240	240
buf+inv	194	520
other cells	0	2
==> cell type report <==
type                    instances  share of cell area [%]
flip-flops and latches        560                   42.01
multi-input cells            1696                   40.64
repair buffers                390                   9.180
clock buffers                  91                   4.818
well taps                     864                   2.735
clock inverters                31                  0.5255
inverters                       8                 0.07597
diodes                          2                 0.01266
==> metal layers <==
metal | up-vias | routed length [um] | part of all wire, % | track usage [%]
li1 | 10330 | - | - | -
met1 | 11310 | 40250 | 39 | 46.44
met2 | 1135 | 47920 | 47 | 48.02
met3 | 221 | 11220 | 11 | 13.25
met4 | 24 | 2955 | 2.9 | 7.752
met5 | - | 145 | 0.14 | 0
==> power groups by stage <==
| stage | clock network [mW] | logic [mW] | registers [mW] |
|---|---|---|---|
| after global routing | 3.97 | 1.99 | 4.55 |
| final | 3.76 | 1.87 | 4.52 |
| after CTS | 3.83 | 1.86 | 4.52 |
==> synth_stat cells, drive strengths merged, types with 24 or more instances <==
master	count	share of area, %
mux2i	256	7.6
dfxtp	24	1.4
mux2	792	27
edfxtp	536	48
o22ai	128	2.4
clkbuf	80	0.94
nand2b	24	0.54
o31ai	128	2.9
buf	106	2.2
nand2	148	1.7
a22o	128	3.3
==> sequential cells by signal (all words and copies together) (netlist names), named ones only <==
register                       flops
trueDualPortRam0.ram             128
trueDualPortRam0.tempw_addr_a      3
trueDualPortRam0.tempw_addr_b      3
trueDualPortRam1.ram             128
trueDualPortRam1.tempw_addr_a      3
trueDualPortRam1.tempw_addr_b      3
trueDualPortRam2.ram             128
trueDualPortRam2.tempw_addr_a      3
trueDualPortRam2.tempw_addr_b      3
trueDualPortRam3.ram             128
trueDualPortRam3.tempw_addr_a      3
trueDualPortRam3.tempw_addr_b      3
==> metrics by stage <==
step           utilization, %  power (mW)  cell area [sq um]  setup slack (ns)  instances
6_report                59.69       10.15              39530             1.545       3642
5_1_grt                 59.69       10.51              39520             1.476       3641
4_1_cts                 59.69       10.21              39520             1.534       3640
3_5_place_dp            56.50       6.442              37410             1.628       3518
3_3_place_gp            56.50       6.416              37410             1.647       3518
2_1_floorplan               -       5.633              33640             3.015       2450
==> how the worst max path moves through the flow <==
stage           endpoint  slack, ns
6_report  dout_aImag[10]       1.54
4_1_cts   dout_aImag[10]       1.53
5_1_grt   dout_aImag[10]       1.48
Power is estimated from default activity; no workload was simulated.
